`design/flow/run.sh`:
```
#!/bin/bash
# OpenROAD 26Q1-2900-gdf79404cd8, Yosys 0.63+post, stock flow scripts
make -C /OpenROAD-flow-scripts/flow DESIGN_CONFIG=/design/flow/config.mk WORK_HOME=/design/flow/orfs finish
```
`design/flow/config.mk`:
```
export PLATFORM = sky130hd
export DESIGN_NAME = Top_FPGA
export DESIGN_NICKNAME = Top_FPGA
export VERILOG_FILES = /design/flow/design.v
export SDC_FILE = /design/flow/constraint.sdc
export NUM_CORES = 4
export LEC_CHECK = 1
export CORE_AREA = 10 10 70 70
export DIE_AREA = 0 0 80 80
```
`design/flow/constraint.sdc`:
```
current_design Top_FPGA

set clk_period 1.0
set clk_io_pct 0.2

create_clock -name clk0 -period $clk_period

set non_clock_inputs [all_inputs -no_clocks]
set_input_delay [expr $clk_period * $clk_io_pct] -clock clk0 $non_clock_inputs
set_output_delay [expr $clk_period * $clk_io_pct] -clock clk0 [all_outputs]
```
`design/flow/design.v`:
```
`timescale 1ns / 1ps
module Nexis4(
  input logic   [3:0] swt,
  input logic	      btn,
  output logic  [3:0] led
);
  assign led[0] = btn ? 1'b0 : swt[0];
  assign led[1] = btn ? 1'b0 : swt[1];
  assign led[2] = btn ? 1'b0 : swt[2];
  assign led[3] = btn ? 1'b0 : swt[3];
endmodule
`timescale 1ns / 1ps
module Top_FPGA(
input logic  [15:0]	swt,
input logic  [3:0]	btn,
output logic [15:0]	led
    );
Nexis4 Unidad1 (
        .swt       (swt[3:0]),
        .btn       (btn[0]),
        .led       (led[3:0])
    );
Nexis4 Unidad2 (
        .swt       (swt[7:4]),
        .btn       (btn[1]),
        .led       (led[7:4])
    );
Nexis4 Unidad3 (
        .swt       (swt[11:8]),
        .btn       (btn[2]),
        .led       (led[11:8])
    );
Nexis4 Unidad4 (
        .swt       (swt[15:12]),
        .btn       (btn[3]),
        .led       (led[15:12])
    );
endmodule
```
==> changes_impl.md <==
### Physical design

- Maximum ir drop on the vdd rail: 0.0442 mV
- Width of the chip: approximately 80 microns
- Diode count: 0
- Routed length on met2: 449 microns
- Met1 wire length: ~290 microns
- Area of the chip: ~6400 sq um
- Routed vias/inst: between 2 and 2.5
- Global-route wire length before repair: ~1200 microns
- Post-route insts no fill: approximately 100
- Number of standard-cell rows in the floorplan: 21
- Required @ worst endpoint: ~800 ps
- Number of iterations in the first detailed-routing pass: 1
- Wirelength, routed: 871 microns
- Final setup TNS: 0 ps
- Post CTS Setup Buffer Count: 0
- Resized cells post-CTS: around 68
- Cell Chain, Critical Path: dlygate4sd2_1 -> nor2b_1 -> buf_2
- Worst Hold Class: in2out
- CP peak stage delay: 260 ps
- Proportion of layout cells with a drive suffix above 1: 0.308
- Synth Instances: 16
- Final core occ: 0.121
- Post-Syn Area per Cell: ~6.3 sq um
- Post-DP HPWL: about 830 microns
- Final setup vio count: 0
- Routed length per placed instance: approximately 8.9 microns
- Fin crit period: between 800 and 900 ps
- Hold violation total from the final report: 0
- Total leakage power: between 0.2 and 0.25 nW
- Worst path slowest cell: sky130_fd_sc_hd__dlygate4sd2_1
- Worst slew margin relative to its limit: 0.908
- Seq share, synth: 0
- Power per Cell Area: 247 nW/um^2
- Area used by sequential logic in the layout: 0 sq um
- Launch point of the critical path: btn[1]
- Most frequently placed logic cell in the final layout: sky130_fd_sc_hd__dlygate4sd2_1
- Final Max-Slew Violation Tally: 0
- Crit Path Class: in2out
- Number of warnings in the stage logs: 32
- Most instantiated logic cells after routing: sky130_fd_sc_hd__dlygate4sd2_1 (20), sky130_fd_sc_hd__nor2b_1 (16), sky130_fd_sc_hd__buf_2 (16)
- Crit path buf inv count: 2
- Total number of vias: between 200 and 250
- Via count of the first global-routing pass: ~260
- Largest net degree at the start of global routing: 5
- Unrepaired setup endpoints after global routing: no
- Worst path arrival time: approximately 690 ps
- Worst Max-Slew Pin Slew: 138 ps
- Summed standard-cell area reported by yosys: 100 sq um
- GRT Util Overall: 0.0233
- Final weighted congestion in routability-driven placement: about 0.8
- Area growth, synth to finish: 313%
- CP endpoint kind: output port
- Highest metal used: met3
- Die height: around 80 microns
- Post-DRT Antenna Nets: 0
- Distinct cell type count of the synthesized netlist: 1
- Count of boundary I/O pins: 36
- Placeable core area: around 3400 sq um
- Cells in synth_stat.txt: 16
- Placed cell count: around 100
- Number of antenna violations at the first check in global routing: 0
- Max-cap check violation count: 0
- Hold wc startpoint: swt[12]
- Highest fanout seen on the critical path: 4
- Kind of cell adding the most delay to the critical path: buffers and inverters
- DRC: 0
- Post-route fraction of the period consumed by the critical path: 0.892
- Warnings from Yosys: 0
- Number of clock buffers in the layout: 0
- Total global routing overflow: 0
- Run status: completed
- Startpoint types: input port
- Netlist Area Pre-Place: around 100 sq um
- Seq cells: 0
- PortBufs: 36
- Count of hold buffers inserted by post-cts repair: 0
- Detailed Route Iter0 Violations: 0
- Starting density of the core: 0.0293
- Met3 wire length: between 100 and 150 microns
- Highest Clock Rate: 1120 MHz
==> path summary, 6_finish.rpt <==
check,depth (start not counted),endpoint,slack (ps)
setup / recovery,3,led[6],110
hold / removal,3,led[12],780
==> cell type report <==
cell class,instances,area (sq um)
Fill cell,414,3000
Timing Repair Buffer,36,255
Tap cell,46,57.6
Multi-Input combinational cell,16,100
==> tightest hold or removal path, stage by stage <==
cell and delay [ps]:
sky130_fd_sc_hd__dlygate4sd2_1 180, sky130_fd_sc_hd__nor2b_1 100, sky130_fd_sc_hd__buf_2 100
==> report_power, final <==
part	switching (mW)	internal [mW]	leakage (nW)	total (mW)
combinational	0.0263	0.0756	0.216	0.102
sequential	0	0	0	0
clock	0	0	0	0
total	0.0263	0.0756	0.216	0.102
==> logic make-up after synthesis <==
group,count (synthesis),share of synthesized area
simple gates,16,1.00
==> cells in the mapped netlist <==
cell                      instances  share of area
sky130_fd_sc_hd__nor2b_1         16            1.0
==> per-layer routing <==
layer | GRT usage | vias to the layer above
li1 | - | 120
met2 | 0.0425 | 18
met5 | 0 | -
met3 | 0.0125 | 0
met4 | 0 | 0
met1 | 0.0244 | 103
==> stage by stage <==
step | cell area, sq um | power, mW | setup slack (ps) | hold WS (ps)
floorplan | 100 | 0.0164 | 511 | 413
global placement | 518 | 0.163 | -463 | 1310
detailed placement | 518 | 0.166 | -509 | 1310
CTS | 413 | 0.105 | 98.8 | 788
global route | 413 | 0.114 | 39.5 | 800
finish | 413 | 0.102 | 108 | 782
Power figures rest on the tool's default switching activity, not on a simulated workload.
