[flow/config.mk]
export PLATFORM = sky130hd
export DESIGN_NAME = top_deco
export DESIGN_NICKNAME = top_deco
export VERILOG_FILES = /design/flow/design.v
export SDC_FILE = /design/flow/constraint.sdc
export NUM_CORES = 4
export LEC_CHECK = 1
export CORE_AREA = 10 10 70 70
export DIE_AREA = 0 0 80 80
[flow/run.sh]
#!/bin/bash
# OpenROAD 26Q1-2900-gdf79404cd8, Yosys 0.63+post, stock flow scripts
make -C /OpenROAD-flow-scripts/flow DESIGN_CONFIG=/design/flow/config.mk WORK_HOME=/design/flow/orfs finish
[flow/design.v]
`timescale 1ns / 1ps
module logica_deco(
    input [3:0] valor,  
    output reg [0:6] representacion  
    );
    always @(*)
        case(valor)         
            0: representacion = 7'b0000001;
            1: representacion = 7'b1001111;
            2: representacion = 7'b0010010;
            3: representacion = 7'b0000110;
            4: representacion = 7'b1001100;
            5: representacion = 7'b0100100;
            6: representacion = 7'b0100000;
            7: representacion = 7'b0001111;
            8: representacion = 7'b0000000;
            9: representacion = 7'b0000100;
            'hA: representacion = 7'b0001000;
            'hB: representacion = 7'b1100000;
            'hC: representacion = 7'b0110001;
            'hD: representacion = 7'b1000010;
            'hE: representacion = 7'b0110000;
            'hF: representacion = 7'b0111000;
                default: representacion = 7'b0000001;   
        endcase
endmodule
`timescale 1ns / 1ps
module top_deco(
    input [3:0] sw,
    output [0:6] seg,
    output [3:0] an,
    output dp
    );
        assign an= 4'b0000;  
        assign dp =1;  
        logica_deco U1(.valor(sw), .representacion(seg));  
endmodule
[flow/constraint.sdc]
current_design top_deco

set clk_period 1.7
set clk_io_pct 0.2

create_clock -name clk0 -period $clk_period

set non_clock_inputs [all_inputs -no_clocks]
set_input_delay [expr $clk_period * $clk_io_pct] -clock clk0 $non_clock_inputs
set_output_delay [expr $clk_period * $clk_io_pct] -clock clk0 [all_outputs]
==> impl_metrics.json <==
{
  "die_w_um": 80,
  "path_delay_family": "buffers and inverters",
  "total_leakage_power_nw": 0.2463,
  "final_max_slew_viol_count": 0,
  "place_congestion": 0.7858,
  "core_util_floorplan_pct": 8.645,
  "port_buffers": 11,
  "post_dp_cell_area_sq_um": 488.0,
  "maximum_number_of_pins_on_one_net_before_global_route_repair": 11,
  "timing.setup.critical_path_class": "in -> out",
  "design_area_sq_um": 503.0,
  "vias_per_cell": 3.075,
  "grt_first_pass_wirelength_um": 1511,
  "final-setup-viol-count": 0,
  "final_layout_size_suffix_gt1_share_pct": 45.90,
  "timing.critical_path.slowest_cell_delay_ps": 220,
  "count_of_placed_standard_cells_in_the_final_layout_fillers_left_out": 107,
  "syn_to_final_growth_pct": 70.34,
  "placement_rows": 21,
  "outcome": "finished, final reports clean",
  "log.warning_count": 38,
  "nFlopsAndLatches": 0,
  "synth-warning-count": 1,
  "total_length_of_routed_wires_um": 983,
  "post_synthesis_instance_total": 42,
  "crit_top_cell": "sky130_fd_sc_hd__buf_2",
  "crit_arrival_ps": 1320,
  "grt_setup_unrepaired": "no",
  "cts.hold.buffers_added": 0,
  "drv_cap": 0,
  "worst_ir_drop_vdd_uv": 67.00,
  "crit_chain": "buf_2 -> buf_6 -> ha_2 -> or2_1 -> a21oi_1 -> a31oi_1 -> buf_2",
  "worst_hold_startpoint": "sw[3]",
  "yosys-stat-cells": 42,
  "timing.critical_path.from_type": "input port",
  "regArea_sq_um": 0,
  "yosys_chip_area_sq_um": 295.3,
  "vias": 329,
  "first_global_vias": 321,
  "powerDensity_mw_per_mm2": 199.7,
  "io_pins": 16,
  "synthDominantAreaCellType": "sky130_fd_sc_hd__ha_1",
  "yosysSeqAreaShare_pct": 0,
  "dr_wl_cell_um": 9.187,
  "hp-class": "in -> out",
  "top_area_cells_in_the_synthesized_netlist": "sky130_fd_sc_hd__ha_1, sky130_fd_sc_hd__buf_4, sky130_fd_sc_hd__o21ai_1",
  "crit_path_max_fanout": 4,
  "post_synth_num_cell_types": 21,
  "core_area_sq_mm": 0.003416,
  "top_area_share_pct": 29.66,
  "cpMaxStageDelayCell": "sky130_fd_sc_hd__or2_1",
  "die-area_sq_mm": 0.006400,
  "fmaxAchievable_mhz": 602.8,
  "final.setup.tns_ps": 0,
  "drcViolationCount": 0,
  "finalCritPeriodShare_pct": 97.59,
  "placed_cells": 104,
  "detailedRoute.firstIterationViolations": 10,
  "worst_setup_path_startpoint": "sw[0]",
  "n_fill_cell": 404,
  "antenna-diode-count": 0,
  "die.size.y_um": 80,
  "place_hpwl_um": 770.2,
  "grt.overflow.total": 0,
  "ant_nets": 0,
  "clock_buffers": 0,
  "timing.final.crit_period_ps": 1659,
  "synth_area_per_cell_sq_um": 7.031,
  "cp.buffers_inverters": 3,
  "hold_viol_final": 0,
  "end_kind": "primary output",
  "grtUsageTotal_pct": 2.863,
  "synth_area_sq_um": 295.3,
  "drt_pass1_iterations": 2,
  "grt_antenna_before_repair": 0,
  "worst-endpoint-required_ps": 1360
}
## worst min-delay path, cell delays in order
cell	delay (ps)
sky130_fd_sc_hd__clkbuf_2	200
sky130_fd_sc_hd__o21ai_1	100
sky130_fd_sc_hd__buf_2	110
## cell families after synthesis
logic type / share of synthesized area [%]
AND/OR/NAND/NOR: 14.41
multiplexers: 7.203
adder cells (fa/ha/maj): 29.66
other: 2.543
buffers and inverters: 22.03
AND-OR/OR-AND: 24.15
## Yosys cell counts (2+ instances only)
cell,count
sky130_fd_sc_hd__o21ai_1,5
sky130_fd_sc_hd__conb_1,2
sky130_fd_sc_hd__ha_1,7
sky130_fd_sc_hd__o22ai_1,2
sky130_fd_sc_hd__inv_2,2
sky130_fd_sc_hd__buf_4,5
sky130_fd_sc_hd__nand2_1,5
## worst paths after layout
| check | to | cells after the start |
|---|---|---|
| max | seg[3] | 7 |
| min | seg[0] | 3 |
## metrics by stage
| step | setup slack, ps | total power, W | util (%) | hold slack, ps |
|---|---|---|---|---|
| after global routing | 3.409 | 0.0001124 | 14.73 | 1140 |
| final | 41.04 | 0.0001004 | 14.73 | 1088 |
| after CTS | 31.57 | 0.0001015 | 14.98 | 1246 |
| after floorplan | 448.0 | 0.00004677 | - | 779.8 |
| after global placement | -689.9 | 0.0001026 | 14.29 | 1823 |
| after detailed placement | -701.7 | 0.0001031 | 14.29 | 1819 |
## final cells by class
class | instances | area, sq um | area share (%)
Inverter | 3 | 11.26 | 2.239
Timing Repair Buffer | 23 | 168.9 | 33.58
Multi-Input combinational cell | 35 | 265.3 | 52.74
Tap cell | 46 | 57.56 | 11.44
## layer usage
layer	track usage [%]	wire, um	up-vias
met2	4.655	416	12
li1	-	-	171
met1	4.153	517	146
met4	0	0	0
met3	0.3409	49	0
met5	0	0	-
## placed cells by master, fill, tap and decap left out, types with 2 or more instances in the layout
cell type / count
sky130_fd_sc_hd__ha_1: 5
sky130_fd_sc_hd__buf_4: 9
sky130_fd_sc_hd__conb_1: 5
sky130_fd_sc_hd__o22ai_1: 2
sky130_fd_sc_hd__clkbuf_2: 2
sky130_fd_sc_hd__buf_6: 2
sky130_fd_sc_hd__buf_2: 5
sky130_fd_sc_hd__nand2_1: 3
sky130_fd_sc_hd__inv_2: 3
sky130_fd_sc_hd__nand2_2: 3
sky130_fd_sc_hd__o21ai_1: 4
sky130_fd_sc_hd__dlygate4sd2_1: 5
## where the power goes
part	total, W	leakage (nW)	switching, W	internal [W]
clock	0	0	0	0
sequential	0	0	0	0
combinational	0.000100	0.246	0.0000459	0.0000545
## what timing repair did
action                                  4_1_cts  5_1_grt
gates cloned                                  1        0
endpoints found under the setup margin        7        3
buffers inserted                              2        0
pin swaps                                     3        2
resized                                      31        3
Power and IR drop assume default switching activity.
